$ cat /design/flow/run.sh
#!/bin/bash
# OpenROAD 26Q1-2900-gdf79404cd8, Yosys 0.63+post, stock flow scripts
make -C /OpenROAD-flow-scripts/flow DESIGN_CONFIG=/design/flow/config.mk WORK_HOME=/design/flow/orfs finish
$ cat /design/flow/config.mk
export PLATFORM = sky130hd
export DESIGN_NAME = program_counter
export DESIGN_NICKNAME = program_counter
export VERILOG_FILES = /design/flow/design.v
export SDC_FILE = /design/flow/constraint.sdc
export NUM_CORES = 4
export LEC_CHECK = 1
export CORE_AREA = 10 10 70 70
export DIE_AREA = 0 0 80 80
$ cat /design/flow/constraint.sdc
current_design program_counter

set clk_period 1.5
set clk_io_pct 0.2

create_clock -name clk0 -period $clk_period [get_ports {clk}]

set non_clock_inputs [all_inputs -no_clocks]
set_input_delay [expr $clk_period * $clk_io_pct] -clock clk0 $non_clock_inputs
set_output_delay [expr $clk_period * $clk_io_pct] -clock clk0 [all_outputs]
$ cat /design/flow/design.v
`timescale 1ns/1ps
module program_counter (
    input  wire        clk,
    input  wire        rst,
    input  wire        load,
    input  wire [1:0]  inc_pc,   
    input  wire [4:0]  load_val,
    output reg  [4:0]  pc
);
    always @(posedge clk or posedge rst) begin
        if (rst)
            pc <= 0;
        else if (load)
            pc <= load_val;
        else if (inc_pc == 2)
            pc <= pc + 2;   
        else if (inc_pc == 1)
            pc <= pc + 1;   
    end
endmodule
==> run summary <==
Latest figures from synthesis and place and route.

The part of the power in the clock network is 31.2%. The overall power is 0.5281 mW. After layout, the worst setup slack is 0.03442 ns.

The clock sink count is 5. The logs give a warning total of 25. The clock network latency to the later pin of the worst-skew pair is 0.25 ns. The worst setup slack before clock tree synthesis is -0.1940 ns. The setup violation total in the final timing report is 0. The routed design ends up with an antenna cell count of 0.

Total global-route track usage over all layers is 3.735%. In the post-synthesis netlist, the biggest area contributors are sky130_fd_sc_hd__dfrtp_1 (33%), sky130_fd_sc_hd__and3b_1 (9.3%), sky130_fd_sc_hd__ha_1 (6.7%). The number of slew-limit violations in the final report is 0.

The total power per unit cell area is 780.2 mW/mm^2. The remaining global-route overflow is 0. The area of the chip is 0.006400 sq mm.

The flow ran to the end, and the final reports show no timing, DRC or antenna violations. Per STA, the highest per-stage delay on the worst path measures 0.38 ns. The root buffer cell is sky130_fd_sc_hd__clkbuf_4. The cell count after synthesis came out at 42. The commonest register cell is sky130_fd_sc_hd__dfrtp_1. The netlist area before placement is 375.4 sq um.

Looking at the critical path, the single cell with the biggest stage delay is sky130_fd_sc_hd__dfrtp_1. The share of synthesized area occupied by flip-flops and latches is 33.33%. The register name with the most flops is pc.

The buffer levels on the longest clock path is 2. The analysis attributes to net switching a power of 0.1464 mW. The count of nets left with antenna violations once routing finished came out at 0. Input and output buffers added on the ports amount to 14. The synthesis report lists the Yosys warning total as 1.

The type of origin of the critical path is a flop. The largest vdd supply drop is 474.8 uV. Per the detail_route report, the via count comes to 395.

The post-route clock period utilization is 97.71%. The maximum fanout along the worst path is 3. The first global-routing pass estimated 1869 um of wire. The actual slew at the worst max-slew pin is 0.2496 ns.

The part of the power in combinational logic is 36.5%. Hold timing on the final database bottoms out at a slack of 0.2643 ns. In this run the core area contains 21 standard-cell rows.

The top-level port count is 15. The clock period could shrink to 1.466 ns. The async set-or-reset flop fraction in the synthesized netlist is 100.0%. Entering global routing, the biggest net connects 8 pins. The leakage component of the power is 0.3214 nW.

Based on the critical path, the design can be clocked at up to 682.3 MHz. The count of routing violations after the opening detailed-route iteration is 12. According to the report, the first pass of detailed routing completed in 2 iterations. The routed length per placed instance is 10.07 um. Counting the fill cells in the layout gives 387.

The flip-flop count of the largest register, all copies and words added is 5. The max-cap violation count is 0. Measured along the x axis, the die boundary spans 80 um. Dividing the detail-routed via count by the number of cells gives 3.465.

The synthesized flop and latch total is 5. In the final layout, the share of cells above drive strength 1 is 20.59%. Yosys reports that the most numerous cell types are sky130_fd_sc_hd__dfrtp_1 (5), sky130_fd_sc_hd__and3b_1 (4), sky130_fd_sc_hd__nand2_1 (4), sky130_fd_sc_hd__nor3_1 (3), sky130_fd_sc_hd__o21ai_0 (3). The worst-case clock skew is 0.005540 ns. TritonCTS built the clock tree. The HPWL after detailed placement is 890.2 um. Among cell families on the critical path, the largest total delay comes from simple AND/OR/NAND/NOR gates.

In this run the layout overhead on the synthesized area is reported as 80.33%. Of the total power, the share spent switching nets is 27.73%. Per STA, the worst path is made up of buf_6 > buf_4 > and3b_1 > o211ai_2 > or3b_1.

The most frequently used cell type in the post-synthesis netlist is sky130_fd_sc_hd__dfrtp_1. The area recorded from the Yosys report for this design is 375.4 sq um. Hold-check failures listed in the final report amount to 0. The critical path endpoint has a required time of 1.63 ns.

The yosys cell count is 42. The area of the placeable core is 0.003416 sq mm. The via count of the first global-routing pass is 384. The initial antenna violation count is 0. The class of the tightest hold or removal check is primary input to asynchronous set/reset pin.

The final routed wirelength across all metal layers is 1148 um. The combined buffer and inverter count along the critical path is 2. The critical path start-end classification is flop to flop.

The max-slew check reports its worst relative slack as 83.14%. The deepest level of the CTS H-tree is 1. The number of design rule violations left after detail routing is 0. Dividing the synthesized area by the synthesized cell count gives 8.937 sq um. The number of distinct library cells after synthesis is 24. The final weighted congestion recorded by global placement is 0.8067. The die is 80 um tall. The count of library flops with an enable pin is 0. The share of Yosys cell area claimed by the top area cell type is 33.33%.

The worst setup path is captured at a flop. Looking at the worst setup and hold paths, the clock pins of their registers show a slew of 0.05 ns. The library cell occupying the most area in the post-synthesis netlist is sky130_fd_sc_hd__dfrtp_1.

The number of hold-repair buffers added at the cts stage is 0. The share of total power dissipated in sequential elements is 32.3%. The arrival time reported for the critical path endpoint is 1.59 ns. The cell-internal power is 0.3817 mW. The total clock buffers created by CTS is 3. The floorplan step records an initial core utilization of 10.99%.

The registers reported with the highest flop counts are pc x5.
[power groups by stage]
stage         Combinational (mW)  Sequential (mW)  Clock, mW
finish                     0.193            0.171      0.165
global route               0.217            0.174      0.190
CTS                        0.177            0.172      0.170
[metal layers]
metal | vias up | track usage [%] | share of wire (%)
met3 | 0 | 2.045 | 7.2
li1 | 205 | - | -
met2 | 15 | 4.093 | 32
met5 | - | 0 | 0
met1 | 175 | 6.079 | 61
met4 | 0 | 0.1761 | 0
[area by class of cell]
class	instances	area [sq um]	area share [%]
clock buffer	4	26.28	3.882
sequential	5	126.4	18.67
tap	46	57.56	8.503
multi-input combinational	35	242.7	35.86
inverter	1	3.754	0.5545
timing repair buffer	23	220.2	32.53
[worst register-to-register path, delay by kind of cell, from the launching register on]
kind / cells / cell delay [ns]
simple gates: 2 / 0.56
buf+inv: 2 / 0.24
flops: 1 / 0.38
compound gates: 1 / 0.15
[layout by cell type, fill, tap and decap left out, drive strengths merged]
cell / instances
inv: 1
ha: 2
mux2i: 1
o41ai: 1
o21ai: 3
clkbuf: 4
nand3: 1
or3: 1
a21o: 1
nor2: 2
nand2: 4
buf: 9
and2b: 1
nor2b: 2
a21boi: 1
o211ai: 2
nor3: 3
and3b: 4
xnor2: 1
or3b: 1
dlymetal6s2s: 2
a2bb2oi: 1
dfrtp: 5
nand2b: 2
and2: 1
clkdlybuf4s50: 12
[per-stage QoR]
step                instance area, sq um  utilization, %    TNS (ns)  instances
floorplan                          375.4               -           0         42
global placement                   606.8           17.77     -0.3520        106
detailed placement                 606.8           17.77     -0.4681        106
CTS                                644.4           18.86           0        111
global route                       676.9           19.82  -0.0006793        114
finish                             676.9           19.82           0        114
[logic make-up (layout without fill, tap and decap cells)]
group / after synthesis / count (layout) / share of synthesized area [%]
buffers and inverters: 2 / 28 / 1.998
and+or+nand+nor: 22 / 22 / 35.00
DFF: 5 / 5 / 33.33
adders and majority gates: 2 / 2 / 6.666
AOI/OAI and AO/OA: 9 / 9 / 18.00
xor gates and xnor gates: 1 / 1 / 2.334
muxes: 1 / 1 / 2.667
[worst paths after layout]
path / to / cells after the start / slack [ns] / startpoint
setup / recovery: pc[4]$_DFFE_PP0P_ / 5 / 0.03 / pc[1]$_DFFE_PP0P_
hold / removal: pc[0]$_DFFE_PP0P_ / 2 / 0.26 / rst
max in group asynchronous: pc[2]$_DFFE_PP0P_ / 2 / 1.04 / rst
setup reg to reg: pc[4]$_DFFE_PP0P_ / 5 / 0.03 / pc[1]$_DFFE_PP0P_
min in group clk0: pc[1]$_DFFE_PP0P_ / 3 / 0.61 / load_val[1]
hold reg to reg: pc[3]$_DFFE_PP0P_ / 4 / 0.69 / pc[3]$_DFFE_PP0P_
[repair_timing]
item | in CTS | in global routing
buffers inserted | 1 | 3
endpoints found under the setup margin | 1 | 4
gates resized | 1 | 4
Power figures rest on the tool's default switching activity, not on a simulated workload.
