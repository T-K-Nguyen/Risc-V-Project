[flow/config.mk]
export PLATFORM = sky130hd
export DESIGN_NAME = register
export DESIGN_NICKNAME = register
export VERILOG_FILES = /design/flow/design.v
export SDC_FILE = /design/flow/constraint.sdc
export NUM_CORES = 4
export LEC_CHECK = 1
export CORE_AREA = 10 10 70 70
export DIE_AREA = 0 0 80 80
[flow/constraint.sdc]
current_design register

set clk_period 1.5
set clk_io_pct 0.2

create_clock -name clk0 -period $clk_period [get_ports {clk}]

set non_clock_inputs [all_inputs -no_clocks]
set_input_delay [expr $clk_period * $clk_io_pct] -clock clk0 $non_clock_inputs
set_output_delay [expr $clk_period * $clk_io_pct] -clock clk0 [all_outputs]
[flow/run.sh]
#!/bin/bash
# OpenROAD 26Q1-2900-gdf79404cd8, Yosys 0.63+post, stock flow scripts
make -C /OpenROAD-flow-scripts/flow DESIGN_CONFIG=/design/flow/config.mk WORK_HOME=/design/flow/orfs finish
[flow/design.v]
`timescale 1ns/1ps
module register (
    input wire clk,
    input wire rst,
    input wire load,
    input wire [7:0] in,
    output reg [7:0] out
);
    always @(posedge clk or posedge rst) begin
        if (rst)
            out <= 8'b0;
        else if (load)
            out <= in;
    end
endmodule
==> impl_metrics.env <==
# source this file to load flow results
export IMPL_wire_per_inst_um=10.2
export IMPL_ctsRootBufferMaster="sky130_fd_sc_hd__clkbuf_4"
export IMPL_diode_count=0
export IMPL_synthDominantAreaCellType="sky130_fd_sc_hd__dfrtp_1"
export IMPL_kind_of_launch_point_of_the_worst_setup_path="register"
export IMPL_rows=21
export IMPL_cts_setup_buffers=0
export IMPL_dieHeight_um=80
export IMPL_skew_ps=0
export IMPL_ys_top_cells_by_area="sky130_fd_sc_hd__dfrtp_1, sky130_fd_sc_hd__mux2_4, sky130_fd_sc_hd__buf_6, sky130_fd_sc_hd__inv_1"
export IMPL_io_buffers=18
export IMPL_maximum_clock_frequency_ghz=0.725
export IMPL_post_cts_hold_buffer_count=0
export IMPL_cts_buffer_depth=2
export IMPL_report_final_hold_viol_count=0
export IMPL_synth_ff_latch_count=8
export IMPL_synthesis_to_layout_area_growth_pct=80.2
export IMPL_layout_min_cycle_time_ps=1380
export IMPL_vias=208
export IMPL_fin_tns_setup_ps=0
export IMPL_ys_cells=18
export IMPL_final_layout_top_logic_cells="sky130_fd_sc_hd__clkdlybuf4s50_1, sky130_fd_sc_hd__mux2_4, sky130_fd_sc_hd__dfrtp_1"
export IMPL_first_global_vias=240
export IMPL_fp_util_pct=9.82
export IMPL_ys_warnings_count=1
export IMPL_netlist_area_um2=335
export IMPL_mostFrequentLayoutCell="sky130_fd_sc_hd__clkdlybuf4s50_1"
export IMPL_largest_register="out"
export IMPL_cts_htree_levels=1
export IMPL_core_region_area_um2=3420
export IMPL_max_cap_violations=0
export IMPL_layout_top_registers="out: 8 flops"
export IMPL_clock_transition_at_the_register_clock_pins_on_the_worst_setup_and_hold_paths_after_cts_ps=50
export IMPL_floorplan_die_area_um2=6400
export IMPL_largest_register_ffs=8
export IMPL_route_detailed_drc=0
export IMPL_path_category_of_the_worst_min_delay_check="input pin to async pin"
export IMPL_drt_wl_total_um=867
export IMPL_critical_path_max_fanout=2
export IMPL_clock_insertion_delay_worst_skew_ps=240
export IMPL_worst_setup_path_end_kind="primary output"
export IMPL_power_ir_vdd_worst_mv=0.182
export IMPL_synth_distinct_cells=4
export IMPL_syn_instance_count=18
export IMPL_worst_slew_pin_slew_ps=297
export IMPL_cp_data_arrival_time_ps=1080
export IMPL_i_o_pin_count=19
export IMPL_synth_largest_type_area_fraction_pct=59.7
export IMPL_synth_seq_area_share_pct=59.7
export IMPL_tool_warnings=25
export IMPL_post_synth_cell_area_avg_um2=18.6
export IMPL_grt_max_degree=9
export IMPL_finalWeightedCongestion=0.708
export IMPL_ordered_list_of_cells_on_the_worst_path="clkdlybuf4s50_1"
export IMPL_ant_nets=0
export IMPL_tritoncts="built"
export IMPL_grt_antenna_before_repair=0
export IMPL_power_per_cell_area_nw_per_um2=862
export IMPL_post_drt_via_cell_ratio=2.45
export IMPL_cpMaxStageDelayCell="sky130_fd_sc_hd__clkdlybuf4s50_1"
export IMPL_post_cts_resized=0
export IMPL_cts_made_buffers=3
export IMPL_crit_share_post_route_pct=92.0
export IMPL_groute_usage_overall_pct=2.61
export IMPL_drive_gt1_share_pct=30.8
export IMPL_yosys_area_um2=335
export IMPL_detailedRoute_firstPassIterationCount=2
export IMPL_cp_top_family="buffers and inverters"
export IMPL_cp_slowest_stage_delay_ps=490
export IMPL_grt_remaining_overflow=0
export IMPL_worst_slew_margin_rel_pct=80.2
export IMPL_final_max_slew_violation_count=0
export IMPL_num_fill_cells=376
export IMPL_grt_first_pass_wirelength_mm=1.27
export IMPL_initialDrtViolationCount=4
export IMPL_clock_sinks=8
export IMPL_static_leakage_nw=0.258
export IMPL_final_core_utilization_pct=17.7
export IMPL_unrepaired_setup_endpoints_after_global_routing="no"
export IMPL_report_final_setup_viol=0
export IMPL_worstPathRequired_ps=1200
export IMPL_run_status="finished, final reports clean"
export IMPL_floorplan_die_width_um=80
export IMPL_path_buffers=1
export IMPL_setup_worst_path_class="register to primary output"
## cell type report
class / count / area, um2 / share of cell area, %
clock buffers: 3 / 22.5 / 3.73
inverters: 1 / 3.75 / 0.621
multi-input cells: 8 / 120 / 19.9
flip-flops and latches: 8 / 200 / 33.1
well taps: 46 / 57.6 / 9.52
repair buffers: 19 / 200 / 33.1
## routing by layer
layer  vias up  part of all wire, %  GRT usage (%)
li1        103                    -              -
met1        94                   36           2.97
met2         9                   51           4.17
met3         2                  8.9          0.795
met4         0                  3.9           1.58
met5         -                    0              0
## worst paths after layout
path	from	to	slack, ps	cells past startpoint
worst min register to register	out[2]	out[2]	520	1
min in group clk0	out[2]	out[2]	520	1
worst min-delay path	rst	out[4]	300	2
worst max-delay path	out[3]	out[3]	120	1
max in group asynchronous	rst	out[6]	970	2
worst max register to register	out[5]	out[5]	740	1
## power by group
part	internal [mW]	switching, mW	total [mW]
logic	0.0938	0.0222	0.116
clock network	0.0908	0.0629	0.154
registers	0.238	0.0129	0.251
## cells by family after synthesis
group                  after synthesis  synth area share [%]
muxes                                8                  35.8
buffers and inverters                2                  4.48
DFF                                  8                  59.7
## stage by stage
stage	worst slack (ps)	hold WS, ps	instance area [um2]	cells	power (mW)
detailed placement	123	502	582	82	0.373
floorplan	658	116	335	18	0.291
finish	121	304	604	85	0.521
CTS	91.8	300	604	85	0.535
global route	74.8	351	604	85	0.550
global placement	132	503	582	82	0.372
## cells in the mapped netlist (all sizes together)
cell type and count:
inv 1, buf 1, dfrtp 8, mux2 8
No activity file was given, so power comes from the tool's default toggle rates.
